==> flow/design.v <==
module rle_encoder (
    input clk,  
    input rst,  
    input [7:0] data_in,  
    output reg [7:0] data_out,  
    output reg [7:0] count_out,  
    output reg [0:0] is_done  
);
    reg [7:0] last_data;
    reg [7:0] count;
    reg [0:0] is_first;
    always @(posedge clk or negedge rst) begin
        if (!rst) begin
            last_data <= 8'h0;
            count <= 8'h0;
            is_first <= 1'b1;
            data_out <= 8'h0;
            count_out <= 8'h0;
            is_done <= 1'b0;
        end else begin
            if (!is_done) begin
                if (is_first) begin
                    data_out <= data_in;
                    count_out <= 8'h1;
                    is_first <= 1'b0;
                end else begin
                    if (data_in == last_data) begin
                        count <= count + 8'h1;
                    end else begin
                        data_out <= last_data;
                        count_out <= count;
                        last_data <= data_in;
                        count <= 8'h1;
                    end
                    if (count_out == 8'h0) begin
                        data_out <= last_data;
                        count_out <= count;
                        is_done <= 1'b1;
                    end
                end
            end
        end
    end
endmodule
module rle_decoder (
    input clk,  
    input rst,  
    input [7:0] data_in,  
    input [7:0] count_in,  
    output reg [7:0] data_out  
);
    reg [7:0] current_data;
    reg [7:0] current_count;
    reg [7:0] remaining_count;
    reg [0:0] is_done;
    always @(posedge clk or negedge rst) begin
        if (!rst) begin
            current_data <= 8'h0;
            current_count <= 8'h0;
            remaining_count <= 8'h0;
            is_done <= 1'b0;
            data_out <= 8'h0;
        end else begin
            if (!is_done) begin
                if (current_count > 8'h0) begin
                    data_out <= current_data;
                    current_count <= current_count - 8'h1;
                end else begin
                    if (remaining_count > 8'h0) begin
                        current_data <= data_in;
                        current_count <= count_in;
                        remaining_count <= remaining_count - 8'h1;
                    end else begin
                        is_done <= 1'b1;
                    end
                end
            end
        end
    end
endmodule
==> flow/run.sh <==
#!/bin/bash
# OpenROAD 26Q1-2900-gdf79404cd8, Yosys 0.63+post, stock flow scripts
make -C /OpenROAD-flow-scripts/flow DESIGN_CONFIG=/design/flow/config.mk WORK_HOME=/design/flow/orfs finish
==> flow/config.mk <==
export PLATFORM = sky130hd
export DESIGN_NAME = rle_decoder
export DESIGN_NICKNAME = rle_decoder
export VERILOG_FILES = /design/flow/design.v
export SDC_FILE = /design/flow/constraint.sdc
export NUM_CORES = 4
export LEC_CHECK = 1
export CORE_AREA = 10 10 112 112
export DIE_AREA = 0 0 122 122
==> flow/constraint.sdc <==
current_design rle_decoder

set clk_period 2.8
set clk_io_pct 0.2

create_clock -name clk0 -period $clk_period [get_ports {clk}]

set non_clock_inputs [all_inputs -no_clocks]
set_input_delay [expr $clk_period * $clk_io_pct] -clock clk0 $non_clock_inputs
set_output_delay [expr $clk_period * $clk_io_pct] -clock clk0 [all_outputs]
==> out/results.ini <==
[worst_setup_path]
criticalPathCategory = flop to flop
cp_data_arrival_time_ns = 2.47
critPathRequiredTime_ns = 2.96
critPathMaxFanout = 10
end_kind = flop
start_kind = flop

[timing]
fin_crit_sh_pct = 82.4
rsz0062_at_grt = no
whs_ns = 0.467
fin_skew_ns = 0.00593
clock.fmax_ghz = 0.433
finalSetupTns_ns = 0
layout_setup_ws_ns = 0.492
fin_crit_ns = 2.31
slew_violations = 0
finalHoldViolCount = 0
relSlewSlack_pct = 47.9
setup_viol = 0
worstMarginPinSlew_ns = 0.778

[floorplan]
core_um2 = 10200
die_width_um = 122
num_io_pins = 26
initial_core_util_pct = 15.9
dieArea_um2 = 14900
fp.dieH_um = 122
rows = 37

[job]
cap_violations = 0
warning_count = 26

[placement]
port_buffers = 25
globalplace.congestion = 0.808
dp_hpwl_mm = 2.52
dp_slack_ns = 0.513
place_area_um2 = 2000
dp_cells = 289

[layout]
stdcell_count = 297
lay_top_cells = 33 x dfrtp_1, 25 x clkdlybuf4s50_1, 11 x nor2_1, 9 x mux2_2, 8 x mux2_4
lay_top_count = dfrtp_1
nFillCells = 1080
syn2layout_area_growth_pct = 30.2
post-route-util_pct = 20.7
design_area_um2 = 2120
drive_gt1_share_pct = 19.3

[yosys]
area_leaders = dfrtp_1 51%, mux2_4 7.4%, mux2_2 6.2%
ys_cells = 134
synth-edff-count = 0
yosys.area_share.simple_pct = 15.3
synth.logic.top_family = simple AND/OR/NAND/NOR gates
top_cell_area_share_pct = 50.8
ys_warn_count = 1
syn_area_um2 = 1630
ys_area_um2 = 1630
ys_seq_share_pct = 50.8
ys_sh_aoi_pct = 8.69
synthArstFlopShare_pct = 100
ff_type = dfrtp_1
yosys.cell_types.count = 41
ys_ff = 33
synthXorXnorAreaFrac_pct = 3.77
yosysTopAreaCell = dfrtp_1
mux_share_pct = 14.2
synthCells = 134
synthAdderAreaFrac_pct = 2.31
avgSynthCellArea_um2 = 12.1

[power_and_ir_drop]
powerDensity_nw_per_um2 = 456
ir_worst_vdd_mv = 0.258
power_leakage_nw = 0.880
total_power_uw = 965

[clock_tree]
ctsHoldBuffers = 0
clock_path_buffers = 2
cts-root-buf = clkbuf_8
cts_setup_buffers = 0
cts.sinks = 33
htree_levels = 2
numCtsBuffers = 5
cts_tree = done
clock_latency_ns = 0.28
clkSlewWorstSetupHoldPaths_ns = 0.07
postCtsResizedCells = 0

[routing]
wl_per_cell_um = 11.5
routed_wl_mm = 3.41
vias = 1110
drt-met1-wl_mm = 1.59
drtPass1Iterations = 4
n_antenna_cell = 0
drt_iter0_markers = 64
drc = 0
avgViaCountPerCell = 3.74
ant_nets = 0
dr_wl_met2_mm = 1.52
wl_met3_um = 212
top_layer_used = met4

[global_route]
grt_max_degree = 34
antenna_found_initial = 0
grt_use_total_pct = 4.68
grt_pass1_vias = 1111
grt.overflow.total = 0
grt_pass1_wl_mm = 5.75

[hold_path]
hold_class = flop to flop

[status]
status = finished clean

worst max-delay path: stages, from the launching register on:
cell and delay (ns):
dfrtp_1 0.39, inv_1 0.08, ha_1 0.21, or3b_1 0.36
nor2_1 0.14, nor2_1 0.61, mux2_2 0.41
power breakdown:
part / switching, mW / leakage, nW / internal, mW / total, mW
sequential: 0 / 0.441 / 0.477 / 0.477
clock: 0.164 / 0.0585 / 0.290 / 0.454
combinational: 0.0125 / 0.380 / 0.0220 / 0.0345
total: 0.176 / 0.880 / 0.789 / 0.965
per-layer routing:
metal / up-vias / GRT usage [%]
li1: 544 / -
met1: 538 / 6.51
met2: 23 / 6.93
met3: 5 / 1.60
met4: 0 / 0.969
met5: - / 0
flip-flops by register name (all words and copies together) (netlist names):
| register | cells |
|---|---|
| current_count | 8 |
| current_data | 8 |
| data_out | 8 |
| is_done | 1 |
| remaining_count | 8 |
cell type report:
class	count	area [µm²]	area share [%]
timing repair buffer	26	258	12.2
clock buffer	7	86.3	4.08
multi-input combinational	87	721	34.0
sequential	33	826	39.0
clock inverter	1	30.0	1.42
tap	136	170	8.04
inverter	7	26.3	1.24
Yosys cell counts, types with 2 or more instances:
library cell / count
ha_1: 3
mux2_4: 8
nor4_1: 2
nand4_1: 2
mux2_2: 9
xor2_1: 2
nand4b_1: 2
nor2_1: 11
clkbuf_1: 2
o21ai_0: 7
or3_1: 3
a21oi_1: 3
o41ai_1: 3
xnor2_1: 5
buf_2: 2
or2_2: 2
nor3_1: 5
o31ai_1: 2
dfrtp_1: 33
inv_1: 7
logic make-up (layout without fill, tap and decap cells):
family          Yosys count  in the layout
simple gates             38             38
flops                    33             33
compound gates           21             21
fa+ha+maj                 3              3
buf+inv                  14             41
xor+xnor                  7              7
mux                      18             18
worst paths after layout:
path | endpoint | start | slack, ns | depth (start not counted)
setup / recovery | data_out[3]$_DFFE_PN0P_ | current_count[0]$_DFFE_PN0P_ | 0.49 | 6
hold / removal | remaining_count[7]$_DFFE_PN0P_ | remaining_count[7]$_DFFE_PN0P_ | 0.47 | 1
setup reg to reg | data_out[3]$_DFFE_PN0P_ | current_count[0]$_DFFE_PN0P_ | 0.49 | 6
hold reg to reg | remaining_count[7]$_DFFE_PN0P_ | remaining_count[7]$_DFFE_PN0P_ | 0.47 | 1
max in group asynchronous | current_count[1]$_DFFE_PN0P_ | rst | 1.82 | 2
min in group asynchronous | is_done$_DFF_PN0_ | rst | 0.67 | 2
No activity file was given, so power comes from the tool's default toggle rates.
